===== flow/design.v =====
module pc(input logic clk, reset, Stall,
          input logic [1:0] PCSel,
          input logic [31:0] jumpAddr,
          output logic [31:0] PCp4,
          output logic [31:0] ia);
    int instrcount;  
    always_ff @(posedge clk or posedge reset)
    begin
        if (reset) begin
            ia <= 32'h80000000;
            instrcount = 1;
        end 
        else if (Stall) begin
            ia <= ia;
        end
        else if (PCSel == 2'b01) begin
            ia <= 32'h80000008;
        end 
        else if (PCSel == 2'b10) begin
            ia <= 32'h80000004;
        end 
        else begin
            ia <= jumpAddr;
            instrcount = instrcount + 1;
        end 
    end
    always_comb
    begin
        PCp4 = ia + 4'h4;
    end
endmodule

===== flow/run.sh =====
#!/bin/bash
# OpenROAD 26Q1-2900-gdf79404cd8, Yosys 0.63+post, stock flow scripts
make -C /OpenROAD-flow-scripts/flow DESIGN_CONFIG=/design/flow/config.mk WORK_HOME=/design/flow/orfs finish

===== flow/config.mk =====
export PLATFORM = sky130hd
export DESIGN_NAME = pc
export DESIGN_NICKNAME = pc
export VERILOG_FILES = /design/flow/design.v
export SDC_FILE = /design/flow/constraint.sdc
export NUM_CORES = 4
export LEC_CHECK = 1
export CORE_AREA = 10 10 110 110
export DIE_AREA = 0 0 120 120

===== flow/constraint.sdc =====
current_design pc

set clk_period 5.9
set clk_io_pct 0.2

create_clock -name clk0 -period $clk_period [get_ports {clk}]

set non_clock_inputs [all_inputs -no_clocks]
set_input_delay [expr $clk_period * $clk_io_pct] -clock clk0 $non_clock_inputs
set_output_delay [expr $clk_period * $clk_io_pct] -clock clk0 [all_outputs]

==> ci_impl_report.md <==
## PnR job results

| Metric | Value |
|---|---|
| Final ANT Viol Nets | 0 |
| Kind of capture point of the worst setup path | output pin |
| Vertical die dimension | 120 um |
| Critical path launch point type | flop |
| Number of antenna violations at the first check in global routing | 0 |
| Critical Path Max Stage Delay | 560 ps |
| Aggregate negative setup slack | 0 ps |
| Post-CTS setup buffer count | 0 |
| Post-Synthesis Mean Instance Area | 10.8 um2 |
| X dimension of the die | 120 um |
| Yosys Chip Area | 1740 um2 |
| Pin slew with the least headroom to its limit | 575 ps |
| Unrepaired setup endpoints after global routing | no |
| Most used routing layer | met2 |
| Std-Cell Core Area | 9770 um2 |
| Distinct cell type count after synthesis | 28 |
| Outcome | finished, final reports clean |
| Maximum number of pins on one net before global-route repair | 35 |
| Number of maximum-capacitance violations | 0 |
| Clock latency reported for the late side of the worst-skew pair | 280 ps |
| Leading area contributor after synthesis | sky130_fd_sc_hd__dfrtp_1 |
| Required arrival time at the worst endpoint | 4720 ps |
| YS warnings | 1 |
| Syn-to-layout area delta | 72.5% |
| Post-CTS sizing | 0 |
| Sum of net half-perimeters after detailed placement | 4790 um |
| Top cells by area in the synthesized netlist | sky130_fd_sc_hd__dfrtp_1 (45%), sky130_fd_sc_hd__a22o_1 (14%), sky130_fd_sc_hd__xnor2_1 (11%) |
| Finished Cell Area | 3000 um2 |
| Final count of pins violating max slew | 0 |
| Vias in the first global route | 1771 |
| Top cell area share | 44.6% |
| Met2 usage | 13.4% |
| Post-route insts no fill | 395 |
| Count of warning messages emitted by the tools | 25 |
| Cell at the slowest stage of the critical path | sky130_fd_sc_hd__nor4_4 |
| # rows | 36 |
| Registers with the most flip-flops | ia x32 |
| H-tree depth | 2 |
| Final period util | 63.9% |
| Maximum net fanout on the critical path | 8 |
| Core Util, Final | 30.7% |
| Fill cell count | 1015 |
| Max Root-Sink Buffers | 2 |
| Pre-antenna DRT Iters | 6 |
| Number of hold violations in the final report | 0 |
| Shortest period the worst path allows | 3770 ps |
| Cell count in the Yosys report | 161 |
| Number of flip-flops in the largest register | 32 |
| Fraction of met1 tracks used by global routing | 10.6% |
| Standby leakage power | 1.21 nW |
| Cell area power density | 215 nW/um2 |
| Share of layout cells above drive strength 1 | 7.63% |
| Number of design rule violations left after detail routing | 0 |
| Ports | 101 |
| Count of state elements after synthesis | 32 |
| Num Clock Sinks | 32 |
| CP Class | flop to output pin |
| Final hold slack | 536 ps |
| Root buf cell | sky130_fd_sc_hd__clkbuf_8 |
| GRT overflow | 0 |
| Seq/Total Area, Yosys | 46.1% |
| Routed vias | 1650 |
| Clk slew on worst S/H paths | 80 ps |
| RePlAce Congestion | 0.786 |
| Starting DRT DRC Count | 66 |
| Remaining max-slew budget at the tightest pin | 61.4% |
| Peak supply drop | 0.116 mV |
| First-pass GRT wire length | 9950 um |
| Post-detailed-route wirelength per cell | 15.7 um |
| Post-synth tally of flip-flops with integrated enable | 0 |
| Number of buffers added on ports | 100 |
| Placement-stage cell area | 2890 um2 |
| Worst Hold Class | flop to flop |
| Chain of cells forming the critical path | ha_1 > nand3_1 > nor4_4 > nand4_1 > xnor2_1 > clkdlybuf4s50_1 |
| Vias per cell | 4.18 |
| All-Layer GR Usage | 8.53% |
| Setup violation total in the final timing report | 0 |
| Gate count of the mapped netlist | 161 |
| Chip Area | 14400 um2 |
| Starting density of the core | 17.8% |
| Met3 Resource Use GR | 4.57% |
| Post-synth design cell area | 1740 um2 |
| Clock buffer count from CTS | 5 |
| Main flop type | sky130_fd_sc_hd__dfrtp_1 |
| Timing-limited maximum frequency | 265 MHz |
| CP arrival | 2590 ps |
| Antenna fix cells | 0 |
| Register containing the most flip-flops in the final layout | ia |
| Total detailed-routing wirelength | 6200 um |
| Number of cells in the design after placement | 387 |
| Fraction of registers with async set or reset after synthesis | 100% |
| Number of hold buffers added after cts | 0 |
| Setup clock skew after layout | 0 ps |
| CTS tree | yes |
-- routing by layer --
metal,part of all wire (%),routed length [um]
met1,41,2560
met2,45,2810
met3,13,781
met4,0.86,53
met5,0,0
-- final timing paths --
kind                              from        to  slack (ps)  cells past startpoint
worst min register to register  ia[31]    ia[31]         540                      2
worst min-delay path            ia[31]    ia[31]         540                      2
worst max-delay path             ia[2]  PCp4[26]        2130                      6
min in group asynchronous        reset     ia[2]        1290                      3
max in group asynchronous        reset    ia[31]        4280                      3
worst max register to register   ia[9]     ia[9]        5030                      1
-- logic make-up after synthesis --
| kind of cell | Yosys count | share of synthesized area, % |
|---|---|---|
| AND-OR/OR-AND | 31 | 15.4 |
| multiplexers | 1 | 0.647 |
| AND/OR/NAND/NOR | 51 | 18.6 |
| flip-flops | 32 | 46.1 |
| buffers and inverters | 16 | 3.88 |
| XOR/XNOR | 28 | 14.1 |
| adder cells (fa/ha/maj) | 2 | 1.29 |
-- synth_stat cells (2+ instances only) --
cell type	instances
sky130_fd_sc_hd__buf_4	2
sky130_fd_sc_hd__nor2_1	7
sky130_fd_sc_hd__nand2_1	7
sky130_fd_sc_hd__nand4_1	8
sky130_fd_sc_hd__xnor2_1	21
sky130_fd_sc_hd__dfrtp_1	31
sky130_fd_sc_hd__and3_1	3
sky130_fd_sc_hd__nor4_4	2
sky130_fd_sc_hd__and4_1	2
sky130_fd_sc_hd__inv_1	6
sky130_fd_sc_hd__xor2_1	7
sky130_fd_sc_hd__nand3_1	13
sky130_fd_sc_hd__a22o_1	28
sky130_fd_sc_hd__nor3_1	2
sky130_fd_sc_hd__nor2b_1	2
sky130_fd_sc_hd__clkbuf_1	8
-- report_power, final --
group | total [W] | internal [W] | switching (W)
combinational | 0.000159 | 0.000119 | 0.0000401
sequential | 0.000271 | 0.000240 | 0.0000314
clock | 0.000213 | 0.000125 | 0.0000883
total | 0.000644 | 0.000484 | 0.000160
-- area by class of cell --
cell class / count / area (um2) / area share (%)
Timing Repair Buffer: 103 / 1020 / 34.1
Multi-Input combinational cell: 113 / 875 / 29.1
Sequential cell: 32 / 802 / 26.7
Tap cell: 133 / 166 / 5.55
Clock buffer: 5 / 68.8 / 2.29
Clock inverter: 3 / 42.5 / 1.42
Inverter: 6 / 22.5 / 0.751
-- layout by cell type (no fill, tap or decap), types with 2 or more instances in the layout --
cell type,instances
sky130_fd_sc_hd__clkdlybuf4s50_1,100
sky130_fd_sc_hd__dfrtp_1,31
sky130_fd_sc_hd__a22o_1,28
sky130_fd_sc_hd__xnor2_1,21
sky130_fd_sc_hd__nand3_1,13
sky130_fd_sc_hd__nand4_1,8
sky130_fd_sc_hd__nor2_1,7
sky130_fd_sc_hd__nand2_1,7
sky130_fd_sc_hd__xor2_1,7
sky130_fd_sc_hd__inv_1,6
sky130_fd_sc_hd__clkbuf_8,5
sky130_fd_sc_hd__and3_1,3
sky130_fd_sc_hd__buf_4,3
sky130_fd_sc_hd__nor2b_1,2
sky130_fd_sc_hd__and4_1,2
sky130_fd_sc_hd__nor4_4,2
-- worst max-delay path, delay by kind of cell (launching register included) --
family | cells | cell delay (ps)
simple gates | 3 | 970
buf+inv | 1 | 510
flops | 1 | 420
fa+ha+maj | 1 | 230
xor+xnor | 1 | 170
-- metrics by stage --
step,setup WS [ps],total power (W)
5_1_grt,1860,0.000684
3_5_place_dp,2410,0.000438
3_3_place_gp,2460,0.000439
4_1_cts,2070,0.000657
2_1_floorplan,3300,0.000310
6_report,2130,0.000644
No activity file was given, so power comes from the tool's default toggle rates.
