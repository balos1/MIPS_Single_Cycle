===== /design/flow/config.mk =====
export PLATFORM = sky130hd
export DESIGN_NAME = regfile
export DESIGN_NICKNAME = regfile
export VERILOG_FILES = /design/flow/design.v
export SDC_FILE = /design/flow/constraint.sdc
export NUM_CORES = 4
export LEC_CHECK = 1
export CORE_UTILIZATION = 50

===== /design/flow/constraint.sdc =====
current_design regfile

set clk_period 15.0
set clk_io_pct 0.2

create_clock -name clk0 -period $clk_period [get_ports {clk}]

set non_clock_inputs [all_inputs -no_clocks]
set_input_delay [expr $clk_period * $clk_io_pct] -clock clk0 $non_clock_inputs
set_output_delay [expr $clk_period * $clk_io_pct] -clock clk0 [all_outputs]

===== /design/flow/design.v =====
module regfile(input logic clk, RegWrite, 
               input logic [1:0] RegDst,
               input logic [4:0] ra, rb, rc,
               input logic [31:0] wdata,
               output logic [31:0] radata, rbdata);
logic [31:0] registers[31:0];
initial begin
    for (int i = 0; i < 32; ++i)
        registers[i] = 32'h0;
end
always_comb
begin
    radata = registers[ra];
    rbdata = registers[rb];
end
always_ff @(posedge clk)
begin
    if (RegWrite) begin
        if (RegDst == 2'b00 && rc != 5'h0)
            registers[rc] <= wdata;
        else if (RegDst == 2'b01 && rb != 5'h0)
            registers[rb] <= wdata;
        else if (RegDst == 2'b10)
            registers[5'h1F] <= wdata;
        else if (RegDst == 2'b11) begin
            registers[5'h1] <= wdata;
        end
    end
end
endmodule

===== /design/flow/run.sh =====
#!/bin/bash
# OpenROAD 26Q1-2900-gdf79404cd8, Yosys 0.63+post, stock flow scripts
make -C /OpenROAD-flow-scripts/flow DESIGN_CONFIG=/design/flow/config.mk WORK_HOME=/design/flow/orfs finish

==> flow_metrics.env <==
# implementation run metrics
export IMPL_setup_worst_path_end_class="output pin"
export IMPL_synth_xor_area_share_pct=0
export IMPL_tritoncts="done"
export IMPL_holdBufCountCts=0
export IMPL_timing_critical_path_mode_cell="sky130_fd_sc_hd__buf_4"
export IMPL_largest_registers="registers: 1024 flops"
export IMPL_postRouteAntennaNets=0
export IMPL_ys_cells=2143
export IMPL_final_max_slew_viol_count=0
export IMPL_hpwlAfterDp_um=74700
export IMPL_detail_route_vias_per_cell=7.00
export IMPL_initial_utilization_pct=50.6
export IMPL_remaining_drc_errors=0
export IMPL_track_usage_pct=34.3
export IMPL_async_flop_share_pct=0
export IMPL_drtIter0Drc=1690
export IMPL_log_warning_count=26
export IMPL_synth_comb_largest_family="multiplexers"
export IMPL_yosys_register_bits=1024
export IMPL_finalClockPeriodUsage_pct=64.1
export IMPL_worst_path_largest_cell_delay_ns=0.76
export IMPL_timing_critical_path_required_ns=12.00
export IMPL_netlist_instances=2143
export IMPL_core_rowCount=110
export IMPL_post_drt_wl_per_cell_um=38.1
export IMPL_worstHoldStart="wdata[15]"
export IMPL_antenna_diode_count=0
export IMPL_ir_drop_mv=0.0883
export IMPL_p_total_mw=6.37
export IMPL_synth_main_ff_cell="sky130_fd_sc_hd__edfxtp_1"
export IMPL_post_cts_buffers=0
export IMPL_i_o_pin_cnt=115
export IMPL_synthAdderAreaFrac_pct=0
export IMPL_fmax_mhz=104
export IMPL_worst_setup_path_start_kind="input port"
export IMPL_finalSetupViolCount=0
export IMPL_finalHoldWorstSlack_ns=3.12
export IMPL_critical_path_class="input port to output pin"
export IMPL_numPlacedInstances=3409
export IMPL_synth_seq_share_pct=67.3
export IMPL_muxShareOfSynthArea_pct=25.2
export IMPL_global_route_wire_length_before_repair_um=196000
export IMPL_clock_tree_buffer_depth=3
export IMPL_synth_simple_area_share_pct=1.97
export IMPL_yosys_synthesis_warning_count=1
export IMPL_cts_htree_levels=3
export IMPL_antenna_found_initial=2
export IMPL_ys_chip_area_mm2=0.0457
export IMPL_cells_along_the_critical_path="buf_8, buf_4, buf_4, mux4_2, o22ai_1, nor4_1, clkdlybuf4s50_1"
export IMPL_syn_cell_area_mm2=0.0457
export IMPL_layout_drive_gt1_share_pct=34.0
export IMPL_flip_flop_count_of_the_largest_register_all_copies_and_words_added=1024
export IMPL_post_synth_ao_oa_area_fraction_pct=3.89
export IMPL_overflow=0
export IMPL_ctsRootBufferMaster="sky130_fd_sc_hd__clkbuf_16"
export IMPL_worst_setup_hold_path_clk_slew_ns=0.06
export IMPL_outcome="completed"
export IMPL_tritoncts_num_buffers=108
export IMPL_max_slew_worst_pin_slew_ns=1.03
export IMPL_rsz0062_at_grt="no"
export IMPL_final_fill_count=6396
export IMPL_period_needed_ns=9.62
export IMPL_critical_path_arrival_ns=6.62
export IMPL_final_setup_tns_ns=0
export IMPL_cts_repair_resized=0
export IMPL_chip_footprint_mm2=0.0926
export IMPL_hold_path_class="input port to flop"
export IMPL_area_growth_pct=14.4
export IMPL_critical_path_max_fanout=53
export IMPL_largest_register="registers"
export IMPL_number_of_enable_type_register_cells_in_the_synthesized_netlist=1024
export IMPL_io_buffers=114
export IMPL_total_leakage_power_nw=16.0
export IMPL_final_cell_count_no_fill=3603
export IMPL_cap_viol_max_count=0
export IMPL_synthesis_area_per_instance_um2=21.3
export IMPL_timing_slew_headroom_pct=31.3
export IMPL_crit_path_top_delay_cell="sky130_fd_sc_hd__nor4_1"
export IMPL_crit_start="ra[1]"
export IMPL_vias=25208
export IMPL_core_region_area_mm2=0.0903
export IMPL_chipHeight_um=304
export IMPL_drt_first_pass_iters=5
export IMPL_power_density_mw_per_mm2=122
export IMPL_timing_hold_violations_final=0
export IMPL_grt_max_degree=69
export IMPL_finalWirelength_um=137000
export IMPL_cts_sinks=1024
export IMPL_first_global_vias=28391
export IMPL_utilization_pct=57.9
export IMPL_netlist_cell_type_count=41
export IMPL_gpl_final_weighted_congestion=0.874
export IMPL_width_of_the_die_um=304
[layer usage]
metal	track usage (%)	routed length (um)	vias up
met5	2.07	242	-
met1	41.8	40100	12743
met3	28.1	26500	308
met4	9.63	5250	12
li1	-	-	10085
met2	48.6	65100	2060
[synthesized netlist by cell type (all sizes together), types with 2 or more instances]
master	count	share of area, %
nor2	23	0.19
clkbuf	96	0.79
nand2	13	0.12
or3b	2	0.038
nor2b	2	0.027
or3	4	0.055
a221oi	2	0.052
o22ai	258	3.5
buf	77	0.83
nand3	17	0.21
mux4	512	25
o41ai	2	0.038
nor4	66	0.90
edfxtp	1024	67
a221o	2	0.044
nand3b	7	0.11
nor3	19	0.24
[kinds of logic after synthesis]
family                 Yosys count
buffers and inverters          174
flip-flops                    1024
multiplexers                   512
AND/OR/NAND/NOR                158
AND-OR/OR-AND                  274
other                            1
[cell usage in the layout, fill, tap and decap left out, types with 4 or more instances in the layout]
master                               n
sky130_fd_sc_hd__nor3_2             13
sky130_fd_sc_hd__clkinv_2           13
sky130_fd_sc_hd__nand3b_1            7
sky130_fd_sc_hd__nand2_1             7
sky130_fd_sc_hd__clkinv_1           28
sky130_fd_sc_hd__clkdlybuf4s50_1   110
sky130_fd_sc_hd__nand3_1            13
sky130_fd_sc_hd__bufinv_16          11
sky130_fd_sc_hd__buf_4             116
sky130_fd_sc_hd__nand3_2             4
sky130_fd_sc_hd__mux4_2            512
sky130_fd_sc_hd__nor4_1             65
sky130_fd_sc_hd__nand2_2             6
sky130_fd_sc_hd__clkbuf_16         110
sky130_fd_sc_hd__edfxtp_1         1024
sky130_fd_sc_hd__nor2_4             16
sky130_fd_sc_hd__nor3_1              4
sky130_fd_sc_hd__nor2_1              7
sky130_fd_sc_hd__conb_1             32
sky130_fd_sc_hd__buf_8               4
sky130_fd_sc_hd__clkbuf_1           23
sky130_fd_sc_hd__o22ai_1           258
[critical path, delay by kind of cell]
family          cells  cell delay (ns)
buf+inv             4             2.39
simple gates        1             0.76
mux                 1             0.34
compound gates      1             0.09
[path summary, 6_finish.rpt]
| kind | to | depth (start not counted) |
|---|---|---|
| worst max-delay path | radata[21] | 7 |
| worst min-delay path | registers[13][15] | 2 |
[where the power goes]
group	internal (mW)	switching (mW)	leakage [nW]
Sequential	3.21	0.0226	9.25
Clock	1.52	1.09	1.67
Combinational	0.244	0.282	5.09
[final cells by class]
cell class	instances	area [um2]	share of cell area, %
Sequential cell	1024	30700	58.8
Clock inverter	61	598	1.14
Timing Repair Buffer	232	2070	3.96
Tap cell	1176	1470	2.81
Multi-Input combinational cell	976	14600	27.8
Clock buffer	133	2840	5.43
Inverter	1	3.75	0.00718
[per-stage QoR]
step | instance area [um2] | worst slack (ns)
3_3_place_gp | 48800 | 5.39
4_1_cts | 52300 | 5.31
3_5_place_dp | 48800 | 5.34
5_1_grt | 52300 | 5.10
6_report | 52300 | 5.38
2_1_floorplan | 45800 | 7.37
Power and IR drop assume default switching activity.
