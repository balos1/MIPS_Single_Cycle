### ./run.sh
#!/bin/bash
# OpenROAD 26Q1-2900-gdf79404cd8, Yosys 0.63+post, stock flow scripts
make -C /OpenROAD-flow-scripts/flow DESIGN_CONFIG=/design/flow/config.mk WORK_HOME=/design/flow/orfs finish
### ./config.mk
export PLATFORM = sky130hd
export DESIGN_NAME = alu
export DESIGN_NICKNAME = alu
export VERILOG_FILES = /design/flow/design.v
export SDC_FILE = /design/flow/constraint.sdc
export NUM_CORES = 4
export LEC_CHECK = 1
export CORE_UTILIZATION = 40
### ./constraint.sdc
current_design alu

set clk_period 15.3
set clk_io_pct 0.2

create_clock -name clk0 -period $clk_period

set non_clock_inputs [all_inputs -no_clocks]
set_input_delay [expr $clk_period * $clk_io_pct] -clock clk0 $non_clock_inputs
set_output_delay [expr $clk_period * $clk_io_pct] -clock clk0 [all_outputs]
### ./design.v
module alu(input logic [31:0] A, B,  
		   input logic [4:0] ALUOp,  
		   output logic [31:0] Y,    
		   output logic z, v, n);    
	logic [31:0] boolout, shiftout, arithout, compout;
	bool xbool(ALUOp[3:0], A, B, boolout);
	arith xarith(ALUOp[1:0], A, B, arithout, z, v, n);
	comp xcomp(ALUOp[3], ALUOp[1], z, v, n, compout);
	shift xshift(ALUOp[1:0], A, B, shiftout);
	always_comb begin
		if (ALUOp[4] == 1'b0) begin
			case (ALUOp[3:0])
				4'b0000: Y = arithout;
				4'b0001: Y = arithout;
				4'b0101: Y = compout;
				4'b0111: Y = compout;
				4'b1101: Y = compout;
				4'b1000: Y = shiftout;
				4'b1001: Y = shiftout;
				4'b1011: Y = shiftout;
				default: Y = 32'd0;
			endcase
		end
		else begin
			Y = boolout;
		end
	end
endmodule
module arith(input logic [1:0] ALUOp,
	         input logic [31:0] A, B, 
	         output logic [31:0] arithout,
	         output logic z, v, n);  
	logic carry;  
	always_comb begin
		if (ALUOp[0] == 1'b0)
		begin  
			{carry, arithout} = {A[31], A} + {B[31], B}; 
		end
		else 
		begin  
			logic [31:0] B2C;  
			B2C = ~B + 1'b1;
			{carry, arithout} = {A[31], A} + {B2C[31], B2C};
		end
	end
	always_comb begin
		z = ~|arithout;    
		v = ({carry, arithout[31]} == 2'b01 || {carry, arithout[31]} == 2'b10);  
		n = arithout[31];  
	end
endmodule
module bool(input logic [3:0] ALUOp,
			input logic [31:0] A, B,
            output logic [31:0] boolout);
    always_comb begin
        if (ALUOp == 4'b1010)
            boolout = A;
        else if (ALUOp == 4'b1000)
            boolout = A & B;
        else if (ALUOp == 4'b0001)
            boolout = ~(A | B);
        else if (ALUOp == 4'b1110)
            boolout = A | B;
        else if (ALUOp == 4'b1001)
            boolout = ~(A ^ B);
        else if (ALUOp == 4'b0110)
            boolout = A ^ B;
        else 
            boolout = 32'd0;
    end
endmodule
module comp(input logic ALUOp3,
            input logic ALUOp1,
            input logic z, v, n,  
            output logic [31:0] compout);
    always_comb begin
        if (ALUOp3 == 1'b1)  
            compout = z == 1 || (n == 1 && v == 0) || (n == 0 && v == 1);
        else if (ALUOp1 == 1'b1)  
            compout = (n == 1 && v == 0) || (n == 0 && v == 1);
        else  
            compout = z == 1;
    end
endmodule
module shift(input logic [1:0] ALUOp,
			 input logic [31:0] A, B,
             output logic [31:0] shiftout);
    always_comb begin
        if (ALUOp == 2'b00)       
            shiftout = A << B;  
        else if (ALUOp == 2'b01)  
            shiftout = A >> B;
        else if (ALUOp == 2'b11)  
            shiftout = signed'(A) >>> signed'(B);
        else  
            shiftout = 32'd0;
    end
endmodule
==> flow_summary.json <==
{
  "status": "complete, no violations",
  "finalHoldViolations": 0,
  "crit_required_ns": 12.24,
  "flops": 0,
  "crit_path_start_kind": "primary input",
  "total_power_mw": 0.4453,
  "max-vdd-ir-drop_uv": 18.16,
  "ys_warn_count": 5,
  "routedWlPerCell_um": 28.63,
  "grt_max_degree": 61,
  "postCtsSetupBuffers": 0,
  "nClkBuffers": 0,
  "die-area_um2": 25460,
  "comb_power_share_pct": 100.0,
  "crit_slowest_cell": "clkdlybuf4s50_1",
  "drtIter0Drc": 1452,
  "arrival_ns": 9.80,
  "final_cell_area_um2": 11170,
  "final_layout_size_suffix_gt1_share_pct": 7.516,
  "synth_area_um2": 9932,
  "lay_top_count": "nor2_1",
  "min_path_type": "primary input to output pin",
  "placementRows": 57,
  "slew_violations": 0,
  "track_usage_pct": 41.68,
  "setup_viol": 0,
  "p_int_mw": 0.1679,
  "ant_nets": 0,
  "core_region_area_um2": 24320,
  "grt_setup_unrepaired": "false",
  "fill_cells": 2537,
  "drv_cap": 0,
  "grt_overflow": 0,
  "die_w_um": 159.6,
  "cts_hold_buf": 0,
  "p_sw_share_pct": 62.30,
  "cts_resized": 0,
  "synth_cell_types": 77,
  "num_vias": 12670,
  "pwr-share-clk_pct": 0,
  "end_kind": "output pin",
  "register_area_um2": 0,
  "port_buffers": 104,
  "gp_congestion": 1.073,
  "fin_tns_setup_ns": 0,
  "warnings": 69,
  "firstDrtPassIters": 7,
  "power_density_nw_per_um2": 39.87,
  "grt_pass1_vias": 11710,
  "syn_inst": 1509,
  "via_per_inst": 6.834,
  "initCoreUtil_pct": 40.84,
  "drc": 0,
  "die_h_um": 159.6,
  "yosys_cells": 1509,
  "max_freq_mhz": 77.75,
  "num_antenna_cells": 0,
  "seq_area_frac_synth_pct": 0,
  "io-pin-count": 104,
  "antenna_found_initial": 0,
  "ys_chip_area_um2": 9932,
  "period_used_pct": 84.07,
  "avgSynthCellArea_um2": 6.582,
  "area_delta_synth_final_pct": 12.43,
  "max-slew-margin-rel_pct": 38.64,
  "post_dp_cell_area_um2": 11170,
  "wl_mm": 53.08,
  "p_sw_mw": 0.2774,
  "fin_crit_ns": 12.86,
  "cpPeakStageDelay_ns": 0.68,
  "layout_top_cells": "nor2_1 (186), a21oi_1 (166), nand2_1 (127)",
  "crit_fanout": 19,
  "dp_hpwl_mm": 40.94,
  "leakagePower_nw": 4.319,
  "worstMarginPinSlew_ns": 0.9134,
  "pwr-share-seq_pct": 0,
  "grt_pass1_wl_mm": 77.28,
  "critical_path_class": "primary input to output pin"
}
## kinds of logic (layout without fill, tap and decap cells)
logic type | after synthesis | count (layout) | share of synthesized area, %
compound gates | 577 | 577 | 38.31
simple gates | 471 | 471 | 21.57
buf+inv | 212 | 233 | 8.390
fa+ha+maj | 103 | 103 | 13.05
mux | 87 | 87 | 13.48
xor+xnor | 59 | 59 | 5.203
## power groups by stage
stage     combinational, mW  sequential, mW  clock [mW]
4_1_cts               0.434               0           0
5_1_grt               0.476               0           0
6_report              0.445               0           0
## synth_stat cells (5+ instances only)
library cell / number / area, um2
clkbuf_1: 89 / 334.1
o31ai_1: 14 / 105.1
mux4_2: 37 / 833.3
a222oi_1: 8 / 80.08
o22a_1: 13 / 113.9
a221oi_1: 27 / 236.5
nand4_1: 9 / 56.30
nor2b_1: 10 / 62.56
a31oi_1: 17 / 106.4
a21o_1: 14 / 105.1
a211o_1: 10 / 87.58
o21a_1: 11 / 82.58
mux2i_1: 46 / 460.4
a221o_1: 14 / 140.1
xnor2_1: 43 / 376.6
nor2_1: 187 / 701.9
buf_1: 20 / 75.07
or3_1: 5 / 31.28
o21ai_0: 112 / 560.5
ha_1: 102 / 1276
and2_1: 9 / 56.30
buf_2: 12 / 60.06
inv_1: 85 / 319.1
or2_2: 5 / 31.28
o22ai_1: 27 / 168.9
xor2_1: 16 / 140.1
nand3_1: 32 / 160.2
a211oi_1: 31 / 232.7
nand2_1: 127 / 476.7
nor4_1: 12 / 75.07
a21oi_1: 166 / 830.8
o41ai_1: 8 / 70.07
a2111oi_0: 5 / 43.79
nand2b_1: 13 / 81.33
o21ai_1: 5 / 25.02
nor3_1: 31 / 155.2
o221ai_1: 20 / 175.2
a22oi_1: 10 / 75.07
o211ai_1: 21 / 157.7
## final timing paths
path | startpoint | end | cells after the start
hold / removal | ALUOp[0] | Y[22] | 4
setup / recovery | B[5] | Y[0] | 26
## worst max-delay path: cells and delay by family
family | cells | cell delay [ns]
AOI/OAI and AO/OA | 12 | 2.29
adders and majority gates | 2 | 0.60
xor gates and xnor gates | 1 | 0.10
and+or+nand+nor | 8 | 2.27
buffers and inverters | 3 | 1.48
## cell type report
type / instances / area (um2) / share of cell area [%]
well taps: 324 / 405.4 / 3.630
inverters: 88 / 330.3 / 2.958
repair buffers: 145 / 1321 / 11.83
multi-input cells: 1297 / 9110 / 81.58
## metal layers
layer	vias up	routed length [um]	track usage, %
li1	5736	-	-
met1	6001	20750	54.30
met2	771	23400	63.78
met3	162	5252	9.410
met4	0	3674	23.82
met5	-	0	0
## metrics by stage
step	hold WS (ns)	std cells	util [%]	setup WS (ns)
floorplan	6.205	1509	-	4.224
global placement	7.053	1854	45.92	2.641
detailed placement	7.059	1854	45.92	2.551
CTS	7.054	1854	45.92	2.515
global route	7.060	1854	45.92	1.972
finish	7.043	1854	45.92	2.438
Power and IR drop assume default switching activity.
